==> ./design.v <==
module lab4iram1A(CLK, RESET, ADDR, Q);
  input         CLK;
  input         RESET;
  input  [7:0]  ADDR;
  output [15:0] Q;
  reg    [15:0] mem[0:127];  
  wire   [6:0]  saddr;
  integer       i;
  assign saddr = ADDR[7:1];
  assign Q = mem[saddr];
  always @(posedge CLK) begin
    if(RESET) begin
      mem[0]   <= 16'b 1111000000000001;    
      mem[1]   <= 16'b 0101000101111111;    
      mem[2]   <= 16'b 0010101001111010;    
      mem[3]   <= 16'b 0010101010111011;    
      mem[4]   <= 16'b 1111000001011001;    
      mem[5]   <= 16'b 0101011011111111;    
      mem[6]   <= 16'b 1111000010100001;    
      mem[7]   <= 16'b 0101100100111111;    
      mem[8]   <= 16'b 0000000000000000;    
      mem[9]   <= 16'b 1111001100101101;    
      mem[10]  <= 16'b 1111011010110101;    
      mem[11]  <= 16'b 1111101110111110;    
      mem[12]  <= 16'b 0101000101000100;    
      mem[13]  <= 16'b 0100101111111000;    
      mem[14]  <= 16'b 0110111101000001;    
      mem[15]  <= 16'b 1111000101110000;    
      mem[16]  <= 16'b 1111111000111011;    
      mem[17]  <= 16'b 0110111101000001;    
      mem[18]  <= 16'b 1111110101110000;    
      mem[19]  <= 16'b 1111111000111011;    
      mem[20]  <= 16'b 0110111101000001;    
      mem[21]  <= 16'b 1111110101110000;    
      mem[22]  <= 16'b 1111111000111011;    
      mem[23]  <= 16'b 0110111101000001;    
      mem[24]  <= 16'b 1111110101110000;    
      mem[25]  <= 16'b 1111111000111011;    
      mem[26]  <= 16'b 0110111101000001;    
      mem[27]  <= 16'b 1111110101110000;    
      mem[28]  <= 16'b 1111111000111011;    
      mem[29]  <= 16'b 0110111101000001;    
      mem[30]  <= 16'b 1111110101110000;    
      mem[31]  <= 16'b 1111111000111011;    
      mem[32]  <= 16'b 0110111101000001;    
      mem[33]  <= 16'b 1111110101110000;    
      mem[34]  <= 16'b 1111111000111011;    
      mem[35]  <= 16'b 0110111101000001;    
      mem[36]  <= 16'b 1111110101110000;    
      mem[37]  <= 16'b 0100000110111111;    
      mem[38]  <= 16'b 0101000101111000;    
      mem[39]  <= 16'b 0101000001001000;    
      mem[40]  <= 16'b 1111001110100001;    
      mem[41]  <= 16'b 0100101100000110;    
      for(i = 42; i < 128; i = i + 1) begin
        mem[i] <= 16'b0000000000000000;
      end
    end
  end
endmodule
==> ./run.sh <==
#!/bin/bash
# OpenROAD 26Q1-2900-gdf79404cd8, Yosys 0.63+post, stock flow scripts
make -C /OpenROAD-flow-scripts/flow DESIGN_CONFIG=/design/flow/config.mk WORK_HOME=/design/flow/orfs finish
==> ./config.mk <==
export PLATFORM = sky130hd
export DESIGN_NAME = lab4iram1A
export DESIGN_NICKNAME = lab4iram1A
export VERILOG_FILES = /design/flow/design.v
export SDC_FILE = /design/flow/constraint.sdc
export NUM_CORES = 4
export LEC_CHECK = 1
export CORE_AREA = 10 10 89 89
export DIE_AREA = 0 0 99 99
==> ./constraint.sdc <==
current_design lab4iram1A

set clk_period 3.3
set clk_io_pct 0.2

create_clock -name clk0 -period $clk_period [get_ports {CLK}]

set non_clock_inputs [all_inputs -no_clocks]
set_input_delay [expr $clk_period * $clk_io_pct] -clock clk0 $non_clock_inputs
set_output_delay [expr $clk_period * $clk_io_pct] -clock clk0 [all_outputs]
==> impl_metrics.env <==
# implementation run metrics
export IMPL_outcome="finished, final reports clean"
export IMPL_antennaDiodeCount=0
export IMPL_achievable_clock_frequency_mhz=312
export IMPL_final_hold_viol_count=0
export IMPL_drt_pre_antenna_iters=4
export IMPL_synth_compound_area_share=0.446
export IMPL_crit_path_frequent_cell="sky130_fd_sc_hd__buf_4"
export IMPL_placed_area_um2=1790
export IMPL_proportion_of_layout_cells_with_a_drive_suffix_above_1=0.411
export IMPL_syn_avg_cell_area_um2=5.99
export IMPL_critical_path_top_delay_family="buffers and inverters"
export IMPL_cts_hold_buffers_added=0
export IMPL_critical_path_max_stage_delay_ns=0.50
export IMPL_die_width_um=99
export IMPL_final_min_period_over_clock_period=0.971
export IMPL_synth_simple_area_share=0.401
export IMPL_routabilityCongestion=0.961
export IMPL_layoutNonFillerInstCount=333
export IMPL_hold_path_class="in2out"
export IMPL_core_util_floorplan=0.181
export IMPL_unrepaired_setup_endpoints_after_global_routing="no"
export IMPL_num_rows=28
export IMPL_critical_path_max_fanout=8
export IMPL_warnings=31
export IMPL_dpl_hpwl_um=3590
export IMPL_critical_path_data_required_time_ns=2.64
export IMPL_yosys_warnings=2
export IMPL_fin_setup_tns_ns=0
export IMPL_n_sequential_cell=0
export IMPL_startpoint_class="input pin"
export IMPL_finalWirelength_um=4630
export IMPL_buffers_and_inverters_on_the_worst_path=4
export IMPL_crit_path_end_kind="primary output"
export IMPL_critical_path_cell_chain="clkbuf_4 > buf_4 > nand2b_1 > o211ai_1 > a32o_2 > buf_4 > or4_1 > dlygate4sd2_1"
export IMPL_fp_coreArea_um2=5990
export IMPL_fin_crit_ns=3.20
export IMPL_critPathSlowestCell="sky130_fd_sc_hd__or4_1"
export IMPL_wp_data_arrival_ns=2.54
export IMPL_final_setup_viol_count=0
export IMPL_timing_worst_slew_pin_value_ns=0.388
export IMPL_first_global_vias=1500
export IMPL_final_max_slew_violation_count=0
export IMPL_wire_per_inst_um=13.9
export IMPL_totalPowerFinal_w=0.000266
export IMPL_largest_area_cell="sky130_fd_sc_hd__o21ai_0"
export IMPL_die_area_um2=9800
export IMPL_dpl_cell_count=323
export IMPL_antenna_violations_before_repair=0
export IMPL_routed_via_density=5.02
export IMPL_synth_logic_top_family="AND-OR/OR-AND gates"
export IMPL_dieHeight_um=99
export IMPL_top_cells_by_area="sky130_fd_sc_hd__o21ai_0 (8.8%), sky130_fd_sc_hd__nor2_1 (6.6%), sky130_fd_sc_hd__nand2_1 (5.9%), sky130_fd_sc_hd__nand2b_1 (5.2%), sky130_fd_sc_hd__buf_2 (5.1%)"
export IMPL_vdd_drop_max_uv=79.7
export IMPL_grt_max_degree=22
export IMPL_total_grt_usage=0.0868
export IMPL_numPortBuffers=23
export IMPL_synthesis_area_um2=1080
export IMPL_drt_iter0_drcs=162
export IMPL_final_design_area_no_fill_um2=2000
export IMPL_clock_buffer_count=0
export IMPL_postSynthCellCount=181
export IMPL_globalRouteOverflowTotal=0
export IMPL_synth_stat_cells=181
export IMPL_drv_cap=0
export IMPL_yosys_area_top_type_share=0.0877
export IMPL_xor_area_frac=0.0404
export IMPL_drc=0
export IMPL_power_per_standard_cell_area_nw_per_um2=133
export IMPL_register_area_um2=0
export IMPL_slew_limit_headroom=0.738
export IMPL_mux_share=0.00923
export IMPL_design_portCount=26
export IMPL_synthesis_area_per_yosys_um2=1080
export IMPL_syn2layout_area_growth_pct=84.8
export IMPL_ys_sh_adder=0
export IMPL_ant_nets=0
export IMPL_leakage_nw=0.910
export IMPL_wire_length_of_the_first_global_routing_pass_um=7400
export IMPL_synth_distinct_cells=56
export IMPL_path_class="in2out"
export IMPL_vias=1670
export IMPL_final_util=0.335
export IMPL_netlist_top_cells_count="sky130_fd_sc_hd__nor2_1 (19), sky130_fd_sc_hd__o21ai_0 (19), sky130_fd_sc_hd__nand2_1 (17), sky130_fd_sc_hd__buf_2 (11), sky130_fd_sc_hd__a21oi_1 (10)"
export IMPL_synth_sequential_area_ratio=0
path summary, 6_finish.rpt:
path              startpoint  endpoint  slack (ns)  cells after the start
setup / recovery     ADDR[4]     Q[11]         0.1                      8
hold / removal       ADDR[1]      Q[9]        2.06                      6
cell usage in the layout, fill, tap and decap left out, types with 5 or more instances in the layout:
cell / count
sky130_fd_sc_hd__a21oi_1: 9
sky130_fd_sc_hd__buf_4: 69
sky130_fd_sc_hd__buf_6: 6
sky130_fd_sc_hd__clkdlybuf4s50_1: 11
sky130_fd_sc_hd__nand2_1: 17
sky130_fd_sc_hd__nand2b_1: 9
sky130_fd_sc_hd__nand3_1: 5
sky130_fd_sc_hd__nor2_1: 16
sky130_fd_sc_hd__nor2b_1: 6
sky130_fd_sc_hd__o21ai_0: 17
power breakdown:
part / total (W) / internal (W) / switching [W] / leakage, nW
sequential: 0 / 0 / 0 / 0
combinational: 0.000266 / 0.000146 / 0.000120 / 0.910
clock: 0 / 0 / 0 / 0
total: 0.000266 / 0.000146 / 0.000120 / 0.910
metrics by stage:
step                      worst slack [ns]  hold slack [ns]
after global routing                0.0101             2.15
after CTS                          -0.0609             2.24
final                               0.0972             2.06
after global placement              -0.572             2.55
after detailed placement            -0.548             2.55
after floorplan                      0.543             1.42
worst min-delay path: stages:
cell,delay (ns)
sky130_fd_sc_hd__clkbuf_2,0.13
sky130_fd_sc_hd__buf_4,0.17
sky130_fd_sc_hd__nand3_1,0.09
sky130_fd_sc_hd__a21oi_1,0.14
sky130_fd_sc_hd__or4b_1,0.12
sky130_fd_sc_hd__clkbuf_2,0.08
repair_timing:
item | in CTS | in global routing
gates resized | 37 | 32
pin swaps | 5 | 8
gates cloned | 0 | 1
endpoints found under the hold margin | 0 | 0
setup buffers | 4 | 5
setup endpoints to repair | 15 | 12
metal layers:
| layer | global-route usage | vias up | part of all wire |
|---|---|---|---|
| met3 | 0.00282 | 4 | 0.060 |
| li1 | - | 843 | - |
| met2 | 0.140 | 66 | 0.43 |
| met4 | 0.00441 | 0 | 0.013 |
| met1 | 0.130 | 757 | 0.49 |
| met5 | 0 | - | 0 |
kinds of logic (layout without fill, tap and decap cells):
family | Yosys count | in the layout
simple gates | 82 | 82
compound gates | 70 | 70
buf+inv | 23 | 100
xor+xnor | 5 | 5
mux | 1 | 1
layout make-up:
cell class	instances	area, µm²
fill	600	3990
multi-input combinational	158	1110
timing repair buffer	98	792
tap	75	93.8
inverter	2	7.51
Power and IR drop assume default switching activity.
