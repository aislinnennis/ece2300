===== design/flow/config.mk =====
export PLATFORM = sky130hd
export DESIGN_NAME = lab4dram
export DESIGN_NICKNAME = lab4dram
export VERILOG_FILES = /design/flow/design.v
export SDC_FILE = /design/flow/constraint.sdc
export NUM_CORES = 4
export LEC_CHECK = 1
export CORE_UTILIZATION = 40

===== design/flow/constraint.sdc =====
current_design lab4dram

set clk_period 13.0
set clk_io_pct 0.2

create_clock -name clk0 -period $clk_period [get_ports {CLK}]

set non_clock_inputs [all_inputs -no_clocks]
set_input_delay [expr $clk_period * $clk_io_pct] -clock clk0 $non_clock_inputs
set_output_delay [expr $clk_period * $clk_io_pct] -clock clk0 [all_outputs]

===== design/flow/design.v =====
module lab4dram(CLK, RESET, ADDR, DATA, MW, Q, IOA, IOB, IOC, IOD, IOE, IOF, IOG);
  input        CLK;
  input        RESET;
  input  [7:0] ADDR;   
  input  [7:0] DATA;   
  input        MW;
  output [7:0] Q;
  input  [7:0] IOA;
  input  [7:0] IOB;
  input  [7:0] IOC;
  output [7:0] IOD;
  output [7:0] IOE;
  output [7:0] IOF;
  output [7:0] IOG;
  reg    [7:0] Q;
  reg    [7:0] IOreg [3:6]; 
  reg    [7:0] mem   [0:247];
  reg    [7:0] Q_IO;
  reg    [7:0] Q_mem;
  reg    [7:0] ADDR_IO;
  reg          MW_IO;
  reg          MW_mem;
  integer i;
  always @(*) begin
    Q_mem <= mem[ADDR];
  end
  always @(posedge CLK) begin
    if(RESET) begin
      mem[0]  <= 8'b0000_0000;   
      mem[1]  <= 8'b0000_0000;
      mem[2]  <= 8'b0000_1000;   
      mem[3]  <= 8'b0000_0000;
      mem[4]  <= 8'b0001_0111;   
      mem[5]  <= 8'b0000_0000;
      mem[6]  <= 8'b0010_0110;   
      mem[7]  <= 8'b0000_0000;
      mem[8]  <= 8'b0011_0101;   
      mem[9]  <= 8'b0000_0000;
      mem[10] <= 8'b0100_0100;   
      mem[11] <= 8'b0000_0000;
      mem[12] <= 8'b0101_0011;   
      mem[13] <= 8'b0000_0000;
      mem[14] <= 8'b0110_0010;   
      mem[15] <= 8'b0000_0000;
      mem[16] <= 8'b0111_0001;   
      mem[17] <= 8'b0000_0000;
      mem[18] <= 8'b1000_0000;   
      mem[19] <= 8'b0000_0000;
      mem[20] <= 8'b1000_1001;   
      mem[21] <= 8'b0000_0000;
      mem[22] <= 8'b1001_1000;   
      mem[23] <= 8'b0000_0000;
      mem[24] <= 8'b0000_0111;   
      mem[25] <= 8'b0000_0001;
      mem[26] <= 8'b0001_0110;   
      mem[27] <= 8'b0000_0001;
      mem[28] <= 8'b0010_0101;   
      mem[29] <= 8'b0000_0001;
      mem[30] <= 8'b0011_0011;   
      mem[31] <= 8'b0000_0001;
      mem[32] <= 8'b0100_0010;   
      mem[33] <= 8'b0000_0001;
      mem[34] <= 8'b0101_0001;   
      mem[35] <= 8'b0000_0001;
      mem[36] <= 8'b0110_0000;   
      mem[37] <= 8'b0000_0001;
      mem[38] <= 8'b0110_1001;   
      mem[39] <= 8'b0000_0001;
      mem[40] <= 8'b0111_1000;   
      mem[41] <= 8'b0000_0001;
      mem[42] <= 8'b1000_0111;   
      mem[43] <= 8'b0000_0001;
      mem[44] <= 8'b1001_0110;   
      mem[45] <= 8'b0000_0001;
      mem[46] <= 8'b0000_0101;   
      mem[47] <= 8'b0000_0010;
      mem[48] <= 8'b0001_0100;   
      mem[49] <= 8'b0000_0010;
      mem[50] <= 8'b0010_0011;   
      mem[51] <= 8'b0000_0010;
      mem[52] <= 8'b0011_0010;   
      mem[53] <= 8'b0000_0010;
      mem[54] <= 8'b0100_0001;   
      mem[55] <= 8'b0000_0010;
      mem[56] <= 8'b0101_0000;   
      mem[57] <= 8'b0000_0010;
      mem[58] <= 8'b0101_1001;   
      mem[59] <= 8'b0000_0010;
		for (i = 0; i < 249; i = i + 1) begin
			mem[i] <= 8'd0;
		end
		IOreg[3] <= 8'b0000_0000;
		IOreg[4] <= 8'b0000_0000;
		IOreg[5] <= 8'b0000_0000;
		IOreg[6] <= 8'b0000_0000;
    end
    else if(MW_IO == 1'b1) begin
      IOreg[ADDR_IO] <= DATA;
    end
    else if(MW_mem == 1'b1) begin
      mem[ADDR] <= DATA;
    end
  end
  assign IOD = IOreg[3];
  assign IOE = IOreg[4];
  assign IOF = IOreg[5];
  assign IOG = IOreg[6];
  always @(*) begin
    MW_mem  = 0;
    MW_IO   = 0;
    ADDR_IO = 0;
    Q       = 8'd0;
    case(ADDR)
      8'd249: begin
        ADDR_IO = 0;
        Q = IOA;
      end
      8'd250: begin
        ADDR_IO = 1;
        Q = IOB;
      end
      8'd251: begin
        ADDR_IO = 2;
        Q = IOC;
      end
      8'd252: begin
        ADDR_IO = 3;
        MW_IO = MW;
      end
      8'd253: begin
        ADDR_IO = 4;
        MW_IO = MW;
      end
      8'd254: begin
        ADDR_IO = 5;
        MW_IO = MW;
      end
      8'd255: begin
        ADDR_IO = 6;
        MW_IO = MW;
      end
      default: begin  
        if(MW) begin
          MW_mem = 1;
        end
        else begin
          Q = Q_mem;
        end
      end
    endcase
  end
endmodule

===== design/flow/run.sh =====
#!/bin/bash
# OpenROAD 26Q1-2900-gdf79404cd8, Yosys 0.63+post, stock flow scripts
make -C /OpenROAD-flow-scripts/flow DESIGN_CONFIG=/design/flow/config.mk WORK_HOME=/design/flow/orfs finish

==> impl_metrics.json <==
{
  "fin_crit_ns": 10.84,
  "chipWidth_um": 491,
  "cts_made_buffers": 215,
  "dp.cells": 9469,
  "slew_violations": 0,
  "ys_top_cells_by_area": "edfxtp_1, and2_1, mux4_2",
  "hold_ws_ns": 2.24,
  "path_buffers": 4,
  "antenna_found_initial": 10,
  "drive_above_1_share": 0.158,
  "ys_sh_xor": 0,
  "worst-setup-path-type": "input port to output pin",
  "critPathArrivalTime_ns": 8.24,
  "crit_top_cell": "buf_4",
  "grt_pass1_wl_mm": 384,
  "grtUsageTotal": 0.237,
  "slowest_delay_ns": 1.12,
  "hold_violations": 0,
  "top_area_cell": "edfxtp_1",
  "wl_met3_mm": 32.3,
  "fp_util": 0.402,
  "critical_path.top_delay_family": "AND-OR/OR-AND gates",
  "grt_pass1_vias": 55400,
  "slowest_stage": "o31ai_1",
  "tns_ns": 0,
  "cts_tree": "built",
  "routabilityCongestion": 0.944,
  "ys_sh_simple": 0.175,
  "synth_top_area_share": 0.652,
  "p_total_mw": 15.0,
  "p_leak_nw": 37.2,
  "cts.htree.levels": 4,
  "flop_cell": "edfxtp_1",
  "wire_per_inst_um": 26.5,
  "die_area_um2": 241000,
  "ys_cells": 6535,
  "maxUsedRoutingLayer": "met5",
  "outcome": "finished, final reports clean",
  "clock.fmax_mhz": 92.3,
  "crit_fanout": 47,
  "die_h_um": 491,
  "cts_setup_buffers": 0,
  "cts_buffer_depth": 3,
  "coreArea_um2": 238000,
  "hold_buffers": 0,
  "routed-via-count": 53200,
  "synthMuxAreaShare": 0.118,
  "synth_area_um2": 95700,
  "drc": 0,
  "via_per_inst": 5.39,
  "tool_warnings": 31,
  "rows": 179,
  "drt_iter0_drc": 3655,
  "portBuffers": 82,
  "cap_violations": 0,
  "hold_class": "input port to flip-flop",
  "edf_count": 2080,
  "met2_length_mm": 123,
  "min_period_over_period": 0.834,
  "ir_worst_vdd_mv": 0.124,
  "yosysChipArea_um2": 95700,
  "startpoint_type": "input port",
  "postSynth.asyncResetShare": 0,
  "overflow": 0,
  "rsz0062_at_grt": "false",
  "path_cells": "buf_8 -> buf_4 -> nor2b_1 -> nand2_1 -> buf_4 -> o22ai_1 -> nor4_1 -> a31oi_1 -> o31ai_1 -> o211ai_1 -> clkdlybuf4s50_1",
  "synthesis.instances": 6535,
  "cts-root-buf": "clkbuf_16",
  "dr.pass1.iters": 23,
  "clkSinkCount": 2080,
  "wl_met1_mm": 97.2,
  "placed_cell_area_um2": 99700,
  "crit_path_end_kind": "output pin",
  "hpwl_mm": 165,
  "cts.clk_slew.worst_paths_ns": 0.06,
  "drt-total-wl_mm": 262,
  "synth_adder_area_share": 0,
  "synthDistinctLibCells": 55,
  "finalSetupViolCount": 0,
  "grt_max_degree": 107,
  "final_area_um2": 107000,
  "common_cells": "edfxtp_1, and2_1, mux2i_1, clkbuf_1, mux4_2",
  "synth_flops": 2080,
  "ant_nets": 0,
  "finalNonFillerCells": 9884,
  "postSynthSeqShare": 0.652,
  "synthToLayoutAreaGrowth_pct": 11.6,
  "relSlewSlack": 0.143,
  "aoi_share": 0.0314,
  "num_io_pins": 83,
  "yosysMostFrequentCell": "edfxtp_1",
  "tightestPinTransition_ns": 1.27,
  "cp_data_required_time_ns": 10.40,
  "top_logic_kind": "simple AND/OR/NAND/NOR gates",
  "cts_resized": 0,
  "p_per_area_nw_per_um2": 140,
  "syn_avg_cell_area_um2": 14.6,
  "synth_warnings": 1
}
[layout by cell type, fill, tap and decap left out, types with 14 or more instances in the layout]
master	n
and2_1	2034
nor4_1	23
a221o_1	14
nand2_1	76
edfxtp_1	2080
clkinv_2	42
a22oi_1	120
or2_2	256
mux2i_1	388
a221oi_1	40
a31oi_1	22
buf_4	121
nand4_1	44
clkbuf_16	216
o22ai_1	94
clkdlybuf4s50_1	67
a32oi_1	26
nand2b_1	19
o21ai_0	22
clkbuf_1	45
mux4_2	326
bufinv_16	23
clkinv_1	59
conb_1	56
nor2_1	275
nand3_1	34
[cell families (layout without fill, tap and decap cells)]
| group | Yosys count | count (layout) |
|---|---|---|
| multiplexers | 723 | 723 |
| AND-OR/OR-AND | 408 | 408 |
| other | 1 | 64 |
| AND/OR/NAND/NOR | 2822 | 2822 |
| flip-flops | 2080 | 2080 |
| buffers and inverters | 501 | 620 |
[layer usage]
metal / global-route usage / vias to the layer above
met3: 0.125 / 422
met5: 0.000794 / -
li1: - / 24000
met1: 0.321 / 26500
met4: 0.0667 / 8
met2: 0.351 / 2274
[sequential cells by signal (all words and copies together) (netlist names)]
| signal | cells |
|---|---|
| IOreg | 32 |
| mem | 2048 |
[cell type report]
cell class	instances	area, µm²
flip-flops and latches	2080	62500
fillers	20400	131000
clock inverters	146	1470
diodes	8	20.0
repair buffers	212	1950
multi-input cells	4009	31400
inverters	1	3.75
well taps	3167	3960
clock buffers	261	5570
[power by group]
group	switching, mW	total (mW)	internal [mW]
clock network	2.65	6.17	3.52
logic	0.666	1.02	0.356
registers	0.0997	7.80	7.70
[final timing paths]
check               start                    end  slack [ns]  cells past startpoint
setup / recovery  ADDR[0]                   Q[4]        2.16                     11
hold / removal    DATA[3]  mem[254][3]$_DFFE_PP_        2.24                      1
[metrics by stage]
stage	util	worst slack, ns
6_report	0.449	2.16
5_1_grt	0.449	2.26
4_1_cts	0.449	2.23
3_5_place_dp	0.419	2.24
3_3_place_gp	0.419	2.22
2_1_floorplan	-	5.89
