[./run.sh]
#!/bin/bash
# OpenROAD 26Q1-2900-gdf79404cd8, Yosys 0.63+post, stock flow scripts
make -C /OpenROAD-flow-scripts/flow DESIGN_CONFIG=/design/flow/config.mk WORK_HOME=/design/flow/orfs finish
[./config.mk]
export PLATFORM = sky130hd
export DESIGN_NAME = lab4iram
export DESIGN_NICKNAME = lab4iram
export VERILOG_FILES = /design/flow/design.v
export SDC_FILE = /design/flow/constraint.sdc
export NUM_CORES = 4
export LEC_CHECK = 1
export CORE_AREA = 10 10 70 70
export DIE_AREA = 0 0 80 80
[./constraint.sdc]
current_design lab4iram

set clk_period 4.9
set clk_io_pct 0.2

create_clock -name clk0 -period $clk_period [get_ports {CLK}]

set non_clock_inputs [all_inputs -no_clocks]
set_input_delay [expr $clk_period * $clk_io_pct] -clock clk0 $non_clock_inputs
set_output_delay [expr $clk_period * $clk_io_pct] -clock clk0 [all_outputs]
[./design.v]
module lab4iram(CLK, RESET, ADDR, Q);
  input         CLK;
  input         RESET;
  input  [7:0]  ADDR;
  output [15:0] Q;
  reg    [15:0] mem[0:127];  
  wire   [6:0]  saddr;
  integer       i;
  assign saddr = ADDR[7:1];
  assign Q = mem[saddr];
  always @(posedge CLK) begin
    if(RESET) begin
      mem[0]   <= 16'b 1111010010010001;    
      mem[1]   <= 16'b 1111001001001001;    
      mem[2]   <= 16'b 0101010010111111;    
      mem[3]   <= 16'b 1111010010010000;    
      mem[4]   <= 16'b 0101010010111111;    
      mem[5]   <= 16'b 0101010010111111;    
      mem[6]   <= 16'b 1111010001010001;    
      mem[7]   <= 16'b 0101010010000011;    
      mem[8]   <= 16'b 0100010001000000;    
      mem[9]   <= 16'b 0101001001000001;    
      mem[10]  <= 16'b 0100010001000000;    
      mem[11]  <= 16'b 0101001001000001;    
      mem[12]  <= 16'b 0100010001000000;    
      mem[13]  <= 16'b 0101001001000001;    
      mem[14]  <= 16'b 0100010001000000;    
      mem[15]  <= 16'b 0101001001000001;    
      mem[16]  <= 16'b 0100010001000000;    
      mem[17]  <= 16'b 0101001001000001;    
      mem[18]  <= 16'b 0100010001000000;    
      for(i = 19; i < 128; i = i + 1) begin
        mem[i] <= 16'b0000000000000000;
      end
    end
  end
endmodule
==> out/results.txt <==
Status -> complete, no violations
Setup repair bufs after CTS -> 0
First-pass GRT wire length -> 1400 µm
Core ar. -> 3416 µm²
Fmax -> 261.3 MHz
YS warnings -> 2
Yosys aoi share -> 29.68%
Beginning of the worst hold path -> ADDR[6]
Largest net degree at the start of global routing -> 14
Post-synth seq share -> 0%
All-Layer GR Usage -> 2.632%
Setup ws final -> 1.073 ns
Final TNS setup -> 0 ns
Most frequent cells in the layout -> clkdlybuf4s50_1, nor2_1, a21oi_1
Crit path top cell by count -> clkdlybuf4s50_1
Kind of critical path -> in2out
CP max-delay cell -> clkdlybuf4s50_1
# Cells Yosys -> 45
Syn avg cell area -> 6.089 µm²
Logic area -> 226.5 µm²
CP Max Fanout -> 13
Die y size -> 80 µm
Slowest Stage Delay on Critical Path -> 0.63 ns
Layout area overhead -> 81.74%
Total gr overflow -> 0
Post-CTS Resized -> 0
Worst min path class -> in2out
Fin. max-slew vios -> 0
HPWL after DPL -> 871.3 µm
Io pins -> 26
Mapped Area -> 274.0 µm²
Xor/xnor share -> 9.589%
DRC -> 0
Cell Rows -> 21
# hold bufs at CTS -> 0
OpenROAD warning count -> 30
Synth cell types -> 23
CP Launch Point -> ADDR[3]
Peak supply drop -> 6.937 µV
Largest logic family -> simple AND/OR/NAND/NOR gates
Met2 Wirelength -> 479 µm
Fin crit share -> 78.09%
Layout cell share with drive strength beyond 1 -> 8.333%
DR WL met3 -> 147 µm
Hold Crit Depth -> 4
Leak Pwr -> 0.1783 nW
ANT nets after route -> 0
Crit start category -> input pin
Mux frac, synth -> 3.653%
Final wirelength -> 1028 µm
Minimum clock period -> 3.827 ns
Worst Setup End Kind -> output pin
Flop count -> 0
Worst path cell trace -> clkdlybuf4s50_1 -> or4_1 -> a31oi_1 -> clkdlybuf4s50_1
Worst slack, placed -> 1.067 ns
Antenna violations before repair -> 0
Final hold vios -> 0
Metal-1 WL -> 401 µm
Via-to-Cell Ratio -> 3.160
Unrepaired setup endpoints after global routing -> no
Clkbuf count -> 0
Die X -> 80 µm
Routability cong. -> 0.8074
Final setup vio count -> 0
Die area -> 6400 µm²
Vias in the first global route -> 279
# fillers -> 389
Req. time, crit path -> 3.92 ns
YS chip area -> 274.0 µm²
Port bufs -> 21
Fp util -> 8.022%
Max_cap viols -> 0
Simple share -> 36.99%
PD cells -> 56.51 nW/µm²
Top sig layer -> met3
N_diodes -> 0
Highest-count logic cell in the final layout -> clkdlybuf4s50_1
Critical path arrival -> 2.85 ns
Fa+ha+maj area frac -> 0%
Routed wire per std cell -> 9.698 µm
Gate Count Post-Synth -> 45
Routed vias -> 335
DRT Pass-1 Iters -> 3
Flop area -> 0 µm²
Starting DRT DRC Count -> 38
-- Yosys cell counts --
| master | number | area share (%) |
|---|---|---|
| nor3_1 | 1 | 1.8 |
| a221oi_1 | 1 | 3.2 |
| nor2_1 | 8 | 11 |
| a31oi_1 | 3 | 6.9 |
| mux2i_1 | 1 | 3.7 |
| xnor2_1 | 1 | 3.2 |
| and2b_2 | 2 | 6.4 |
| or3_2 | 1 | 2.7 |
| buf_2 | 2 | 3.7 |
| o211a_1 | 1 | 3.7 |
| nor2b_1 | 1 | 2.3 |
| a21oi_1 | 4 | 7.3 |
| nand2_1 | 2 | 2.7 |
| and2b_1 | 1 | 2.7 |
| buf_4 | 5 | 14 |
| inv_2 | 1 | 1.4 |
| conb_1 | 1 | 1.4 |
| o21ai_0 | 3 | 5.5 |
| xor2_1 | 2 | 6.4 |
| a211o_1 | 1 | 3.2 |
| or4_1 | 1 | 2.7 |
| nand2b_1 | 1 | 2.3 |
| or2_2 | 1 | 2.3 |
-- cells by family (layout without fill, tap and decap cells) --
| group | Yosys count | in the layout |
|---|---|---|
| multiplexers | 1 | 1 |
| AND-OR/OR-AND | 13 | 13 |
| other | 1 | 2 |
| buffers and inverters | 8 | 22 |
| AND/OR/NAND/NOR | 19 | 19 |
| XOR/XNOR | 3 | 3 |
-- final timing paths --
check,endpoint,slack [ns]
min,Q[9],3.00
max,Q[6],1.07
-- where the power goes --
group	internal, mW	switching, mW	leakage [nW]
clock	0	0	0
sequential	0	0	0
combinational	0.0162	0.0119	0.178
total	0.0162	0.0119	0.178
-- per-stage QoR --
stage / instances / hold WS [ns] / area [µm²] / utilization (%) / power, mW
5_1_grt: 106 / 3.031 / 498.0 / 14.58 / 0.03092
3_5_place_dp: 106 / 2.996 / 498.0 / 14.58 / 0.02853
3_3_place_gp: 106 / 2.994 / 498.0 / 14.58 / 0.02810
6_report: 106 / 2.997 / 498.0 / 14.58 / 0.02814
4_1_cts: 106 / 3.003 / 498.0 / 14.58 / 0.02871
2_1_floorplan: 46 / 1.983 / 277.8 / - / 0.01518
-- routing by layer --
layer,GRT usage (%),up-vias
li1,-,184
met1,3.164,139
met2,4.494,12
met3,1.136,0
met4,0,0
met5,0,-
-- worst max-delay path, delay by kind of cell --
kind            cells  cell delay [ns]
simple gates        1             0.55
buf+inv             2             1.13
compound gates      1             0.19
-- cell type report --
type / instances / area share (%)
tap: 46 / 11.56
timing repair buffer: 21 / 42.21
inverter: 1 / 0.7538
multi-input combinational: 38 / 45.48
No activity file was given, so power comes from the tool's default toggle rates.
